$ cat flow/design.v
`timescale 1ns/1ps
module axi_stream_insert_header #(
parameter DATA_WD = 32,
parameter DATA_BYTE_WD = DATA_WD / 8,
parameter BYTE_CNT_WD = $clog2(DATA_BYTE_WD)
) (
input clk,
input rst_n,
input valid_in,
input [DATA_WD-1 : 0] data_in,
input [DATA_BYTE_WD-1 : 0] keep_in,
input last_in,
output ready_in,
output valid_out,
output [DATA_WD-1 : 0] data_out,
output [DATA_BYTE_WD-1 : 0] keep_out,
output last_out,
input ready_out,
input valid_insert,
input [DATA_WD-1 : 0] data_insert,
input [DATA_BYTE_WD-1 : 0] keep_insert,
input [BYTE_CNT_WD-1 : 0] byte_insert_cnt,
output ready_insert
);
reg [BYTE_CNT_WD-1 : 0] byte_insert_cnt_r;
reg valid_in_r;
reg ready_in_r;
reg valid_s;
reg valid_s_r;
wire valid_s1;
reg [(DATA_WD << 1)-1:0] data_r;
reg [(DATA_BYTE_WD << 1)-1:0] keep_r;
reg valid_out_r;
reg [DATA_WD-1:0] data_out_r;
reg [DATA_BYTE_WD-1:0] keep_out_r;
reg last_out_r;
assign ready_in = ready_out;
assign ready_insert = ready_out;
always @(posedge clk, negedge rst_n) begin
    if(!rst_n)
    valid_in_r <= #1 1'b0;
	else 
	valid_in_r <= #1 valid_in;
end
always @(posedge clk, negedge rst_n) begin
    if(!rst_n)
    ready_in_r <= #1 1'b0;
	else 
	ready_in_r <= #1 ready_in;
end
always @(posedge clk, negedge rst_n) begin
    if(!rst_n)
	byte_insert_cnt_r <= #1 {(BYTE_CNT_WD){1'b0}};
	else if(!valid_s & valid_insert & valid_in & ready_in & ready_insert)
	byte_insert_cnt_r <= #1 byte_insert_cnt;
end
always @(posedge clk, negedge rst_n) begin
    if(!rst_n)
    valid_s <= #1 1'b0;
    else if(last_in & valid_in & ready_in)
    valid_s <= #1 1'b0;
    else if(valid_insert & valid_in & ready_insert & ready_in)
    valid_s <= #1 1'b1;
end
always @(posedge clk, negedge rst_n) begin
    if(!rst_n)
    valid_s_r <= #1 1'b0;
	else 
	valid_s_r <= #1 valid_s;
end
assign valid_s1 = valid_s | valid_s_r;
always @(posedge clk, negedge rst_n) begin
    if(!rst_n)begin
        data_r <= #1 {(DATA_WD << 1){1'b0}};
        keep_r <= #1 {(DATA_BYTE_WD << 1){1'b0}};
    end
    else if(!valid_s & valid_insert & valid_in & ready_in & ready_insert)begin
        data_r <= #1 {data_insert, data_in};
        keep_r <= #1 {keep_insert, keep_in};
    end
    else if(valid_s & valid_in & ready_in)begin
        data_r <= #1 {data_r[DATA_WD-1:0], data_in};
        keep_r <= #1 {keep_r[DATA_BYTE_WD-1:0], keep_in};
    end
end
always @(posedge clk, negedge rst_n) begin
    if(!rst_n)
    last_out_r <= #1 1'b0;
    else if(last_in & valid_in & ready_in & !keep_r[byte_insert_cnt_r])
    last_out_r <= #1 1'b1;
	else if(!valid_s1 & keep_r[byte_insert_cnt_r] & ready_in_r)
	last_out_r <= #1 1'b1;
    else
    last_out_r <= #1 1'b0;
end
assign last_out = last_out_r;
always @(posedge clk, negedge rst_n) begin
	if(!rst_n)begin
		data_out_r <= #1 {DATA_WD{1'b0}};
		keep_out_r <= #1 {DATA_BYTE_WD{1'b0}};
   end
   else if(valid_s1 & valid_in_r & ready_in_r)begin
        data_out_r <= #1 data_r >> ((byte_insert_cnt_r + 1) << 3);
        keep_out_r <= #1 keep_r >> (byte_insert_cnt_r + 1);
   end
   else if(!valid_s1 & keep_r[byte_insert_cnt_r] & ready_in_r)begin
		data_out_r <= #1 data_r << ((3-byte_insert_cnt_r) << 3);
		keep_out_r <= #1 keep_r << (3-byte_insert_cnt_r);
	end
end
assign data_out = data_out_r;
assign keep_out = keep_out_r;
always @(posedge clk, negedge rst_n) begin
	if(!rst_n)
	valid_out_r <= #1 1'b0;
	else if(valid_s1 & valid_in_r & ready_in_r)
	valid_out_r <= #1 1'b1;
	else if(!valid_s1 & keep_r[byte_insert_cnt_r] & ready_in_r)
	valid_out_r <= #1 1'b1;
	else
	valid_out_r <= #1 1'b0;
end
assign valid_out = valid_out_r;
endmodule
$ cat flow/run.sh
#!/bin/bash
# OpenROAD 26Q1-2900-gdf79404cd8, Yosys 0.63+post, stock flow scripts
make -C /OpenROAD-flow-scripts/flow DESIGN_CONFIG=/design/flow/config.mk WORK_HOME=/design/flow/orfs finish
$ cat flow/config.mk
export PLATFORM = sky130hd
export DESIGN_NAME = axi_stream_insert_header
export DESIGN_NICKNAME = axi_stream_insert_header
export VERILOG_FILES = /design/flow/design.v
export SDC_FILE = /design/flow/constraint.sdc
export NUM_CORES = 4
export LEC_CHECK = 1
export CORE_UTILIZATION = 40
$ cat flow/constraint.sdc
current_design axi_stream_insert_header

set clk_period 12.8
set clk_io_pct 0.2

create_clock -name clk0 -period $clk_period [get_ports {clk}]

set non_clock_inputs [all_inputs -no_clocks]
set_input_delay [expr $clk_period * $clk_io_pct] -clock clk0 $non_clock_inputs
set_output_delay [expr $clk_period * $clk_io_pct] -clock clk0 [all_outputs]
==> out/qor.yml <==
clock_network:
  htreeDepth: 4
  cts.reportedPaths.clkPinSlew_ps: 50
  clockRootBuffer: "clkbuf_16"
  hold_buffers: 0
  clock_path_buffers: 2
  cts_tree: "built"
  cts_buffers: 17
  post_cts_buffers: 0
  clk-insertion-delay-late_ps: 410
  cts_resized: 0
  clock-sinks: 116
logic_synthesis:
  ys_warn_count: 1
  top_area_frac: 0.4859
  syn_area_mm2: 0.005974
  ys_top_cells_by_count: "dfrtp_1, nand2_1, mux2_2, o21ai_0, clkbuf_1"
  postSynthCellCount: 547
  synth-area-yosys_mm2: 0.005974
  topCombFamilyByArea: "multiplexers"
  ys_sh_simple: 0.08335
  synth.area.mux_share: 0.2289
  area_leaders: "dfrtp_1, mux2_2, mux4_2"
  yosys.area_share.adder: 0
  syn_area_per_cell_um2: 10.92
  yosysMostFrequentCell: "dfrtp_1"
  postSynth.asyncResetShare: 1.000
  ys_seq_frac: 0.4859
  flop_cell: "dfrtp_1"
  synth_cell_type_count: 30
  enable_flop_cells: 0
  yosys_cells: 547
  yosysTopAreaCell: "dfrtp_1"
  yosys.area_share.aoi: 0.1644
  yosys.area_share.xor_xnor: 0
  ys.flops: 116
drt:
  n_antenna_cell: 0
  route.detailed.drc: 0
  drtIter0Drc: 323
  wl_mm: 15.98
  drt-vias-per-instance: 5.563
  drt_pre_antenna_iters: 4
  via_count: 4667
  routedWlPerCell_um: 19.04
  antenna_left: 0
global_routing:
  grt_pass1_vias: 4540
  grt_usage: 0.2238
  grt_max_degree: 80
  grt.overflow.total: 0
  antenna_found_initial: 0
  grt_pass1_wl_mm: 25.96
sta:
  skew_ps: 7.420
  hold-worst-slack_ps: 473.6
  post-route-period-util: 0.4823
  hold_viol: 0
  finalSetupViolations: 0
  setup-tns-final_ps: 0
  slew_headroom: 0.3935
  rsz0062_at_grt: "no"
  setup_slack_ps: 6626
  worst_slew_pin_slew_ps: 907.9
  period_minus_slack_ps: 6174
  slew_viol_final: 0
  timing.fmax_mhz: 162.0
pwr:
  p_comb_frac: 0.331
  switching_power_uw: 466.6
  clkPwrFrac: 0.284
  p_total_mw: 1.525
  vdd_drop_max_v: 0.00009003
  p_per_area_mw_per_mm2: 194.9
  p_int_mw: 1.058
  p_leak_nw: 3.177
  power_frac_seq: 0.385
  p_sw_frac: 0.3060
critical_path:
  cp_slowest_stage_delay_ps: 560
  worst-setup-path-type: "in -> out"
  crit_chain: "clkdlybuf4s50_1 -> clkdlybuf4s50_1"
  end_kind: "primary output"
  critical_path_required_ps: 10240
  crit_family: "buffers and inverters"
  critPathArrivalTime_ps: 3610
  crit_slowest_cell: "clkdlybuf4s50_1"
  critPathBufInv: 2
  crit_path_frequent_cell: "clkdlybuf4s50_1"
  cp-start-kind: "input port"
  cp_max_fo: 6
place:
  dp_slack_ps: 6613
  dp_cells: 809
  io_buffers: 119
  place_area_mm2: 0.007274
  dpl.hpwl_mm: 10.86
  gp_congestion: 0.8455
cells_and_area:
  fill_cells: 1257
  final_util: 0.5383
  drive_gt1_frac: 0.1832
  postLayoutCellArea_mm2: 0.007824
  stdcell_count: 839
  area_delta_synth_final_pct: 30.95
floorplan:
  dieHeight_um: 124.2
  io_pins: 120
  rows: 44
  fp-utilization: 0.4111
  dieArea_mm2: 0.01543
  core_area_mm2: 0.01453
  dieWidth_um: 124.2
job:
  maxCapViolations: 0
  warning_count: 25
run_status:
  outcome: "completed"
worst_hold_path:
  min_path_type: "reg -> reg"
## area by class of cell
cell class | instances | area (um2) | area share
Timing Repair Buffer | 131 | 1279 | 0.1634
Multi-Input combinational cell | 376 | 2850 | 0.3643
Sequential cell | 116 | 2908 | 0.3717
Clock buffer | 26 | 529.3 | 0.06765
Tap cell | 184 | 230.2 | 0.02943
Inverter | 2 | 7.507 | 0.0009595
Clock inverter | 4 | 20.02 | 0.002559
## cells in the final DEF (no fill, tap or decap), types with 7 or more instances in the layout
cell               n
nor3_1             9
clkdlybuf4s50_1  118
nor2_1            18
mux2_2            55
clkbuf_16         17
a31oi_1           17
nand3_1           12
buf_4             13
mux4_2            19
nand2_1           74
o211ai_1          19
o22ai_1           36
clkbuf_8           7
o21ai_0           47
dfrtp_1          114
a221o_1           14
mux2i_1           32
## flip-flops by register name, indices dropped and copies added, names as in the netlist
name               cells
valid_in_r             1
keep_out_r             4
ready_in_r             1
data_r                64
valid_out_r            1
keep_r                 8
valid_s_r              1
byte_insert_cnt_r      2
valid_s                1
last_out_r             1
data_out_r            32
## metal layers
layer  wire (um)  part of all wire  vias up  track usage
met1        7978              0.50     2234       0.4069
met3        1381             0.086       11      0.07381
met4         189             0.012        0      0.02197
met2        6427              0.40      173       0.2762
met5           0                 0        -            0
li1            -                 -     2249            -
## worst register-to-register path: cells and delay by family, from the launching register on
family          cells  cell delay (ps)
mux                 1              500
simple gates        1              450
buf+inv             3             1340
flops               1              330
compound gates      2              580
## path summary, 6_finish.rpt
kind / startpoint / end / slack [ps] / cells after the start
worst min register to register: data_r[61]$_DFFE_PN0P_ / data_r[61]$_DFFE_PN0P_ / 470 / 2
worst min-delay path: data_r[61]$_DFFE_PN0P_ / data_r[61]$_DFFE_PN0P_ / 470 / 2
min in group asynchronous: rst_n / data_out_r[20]$_DFFE_PN0P_ / 1950 / 1
max in group asynchronous: rst_n / byte_insert_cnt_r[0]$_DFFE_PN0N_ / 9940 / 2
worst max register to register: byte_insert_cnt_r[1]$_DFFE_PN0N_ / keep_out_r[1]$_DFFE_PN0P_ / 9490 / 7
worst max-delay path: ready_out / ready_insert / 6630 / 2
## power by group through the flow
stage / clock (mW) / combinational [mW] / sequential, mW
after CTS: 0.442 / 0.509 / 0.586
after global routing: 0.456 / 0.558 / 0.604
final: 0.433 / 0.505 / 0.587
## cells by family (layout without fill, tap and decap cells)
kind of cell / count (synthesis) / in the layout
compound gates: 149 / 149
flops: 116 / 116
buf+inv: 55 / 163
simple gates: 121 / 121
mux: 106 / 106
Power is estimated from default activity; no workload was simulated.
